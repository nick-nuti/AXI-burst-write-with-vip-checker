## ./config.mk

```make
export PLATFORM = sky130hd
export DESIGN_NAME = axi_traffic_gen
export DESIGN_NICKNAME = axi_traffic_gen
export VERILOG_FILES = /design/flow/design.v
export SDC_FILE = /design/flow/constraint.sdc
export NUM_CORES = 4
export LEC_CHECK = 1
export CORE_AREA = 10 10 103 103
export DIE_AREA = 0 0 113 113
```

## ./constraint.sdc

```tcl
current_design axi_traffic_gen

set clk_period 5.5
set clk_io_pct 0.2

create_clock -name clk0 -period $clk_period [get_ports {aclk}]

set non_clock_inputs [all_inputs -no_clocks]
set_input_delay [expr $clk_period * $clk_io_pct] -clock clk0 $non_clock_inputs
set_output_delay [expr $clk_period * $clk_io_pct] -clock clk0 [all_outputs]
```

## ./design.v

```verilog
`timescale 1ns / 1ps
module axi_traffic_gen(
  output reg [32-1:0]                  m_axi_awaddr,  
  output reg [3-1:0]                   m_axi_awprot = 3'b000,  
  output reg                           m_axi_awvalid,  
  input  wire                          m_axi_awready,  
  output reg [3-1:0]                   m_axi_awsize = 3'b011,  
  output reg [2-1:0]                   m_axi_awburst = 2'b01,  
  output reg [4-1:0]                   m_axi_awcache = 4'b0011,  
  output reg [4-1:0]                   m_axi_awlen,  
  output reg [1-1:0]                   m_axi_awlock = 1'b0,  
  output reg [4-1:0]                   m_axi_awqos = 4'b0000,  
  output reg [4-1:0]                   m_axi_awregion = 4'b0000,  
  output reg [64-1:0]                  m_axi_wdata,  
  output reg [64/8-1:0]                m_axi_wstrb,  
  output reg                           m_axi_wvalid,  
  input  wire                          m_axi_wready,  
  output reg                           m_axi_wlast,  
  input  wire [2-1:0]                  m_axi_bresp,  
  input  wire                          m_axi_bvalid,  
  output reg                           m_axi_bready,  
  input wire                           aclk,
  input wire                           aresetn,
  input  wire        user_start,
  input  wire [3:0]  user_burst_len_in,
  input  wire        user_pixels_1_2,  
  input  wire [63:0] user_data_in,
  input  wire [31:0] user_addr_in,
  output reg         user_free,
  output reg         user_stall_data,  
  output reg  [1:0]  user_status
    );
    localparam IDLE           = 2'b00;
    localparam WRITE          = 2'b01;
    localparam WRITE_RESPONSE = 2'b10;
    reg [1:0] axi_cs, axi_ns;
    always @ (posedge aclk or negedge aresetn)
    begin
        if(~aresetn)
        begin
            axi_cs <= IDLE;
        end
        else
        begin
            axi_cs <= axi_ns;
        end
    end
    always @ (*)
    begin
        case(axi_cs)
        IDLE:
        begin
            if(m_axi_awready & user_start)
            begin
                axi_ns = WRITE;
            end
            else
            begin
                axi_ns = IDLE;
            end
        end
        WRITE:
        begin
            if((data_counter == user_burst_len_in) && m_axi_wready)
            begin
                axi_ns = WRITE_RESPONSE;
            end
            else
            begin
                axi_ns = WRITE;
            end
        end
        WRITE_RESPONSE:
        begin
            if(m_axi_bvalid) axi_ns = IDLE;
            else axi_ns = WRITE_RESPONSE;
        end
        default: axi_ns = IDLE;
        endcase
    end
    reg [7:0]  data_counter;
    always @ (posedge aclk)
    begin
        if(axi_cs == IDLE || axi_cs == WRITE_RESPONSE) data_counter <= 'h0;
        else if(axi_cs == WRITE && m_axi_wready && data_counter < user_burst_len_in)
        begin
            data_counter <= data_counter + 1'b1;
        end
        else data_counter <= data_counter;
    end
    always @ (*)
    begin
        m_axi_awvalid <= ((axi_cs==IDLE) && (axi_ns==WRITE)) ? 1 : 0;
        m_axi_awlen   <= ((axi_cs==IDLE) && (axi_ns==WRITE)) ? user_burst_len_in : 0;
        m_axi_wvalid  <= (axi_cs==WRITE) ? 1 : 0;
        m_axi_awaddr  <= ((axi_cs==IDLE) && (axi_ns==WRITE)) ? user_addr_in : 0;
        m_axi_wdata   <= (axi_cs==WRITE) ? user_data_in : 0;
        m_axi_wstrb   <= (user_pixels_1_2) ? 8'b00001111 : 8'b11111111;
        m_axi_wlast <= ((axi_cs==WRITE)&&(data_counter == user_burst_len_in)) ? 1'b1 : 1'b0;
        m_axi_bready <= ((axi_cs == WRITE_RESPONSE)&& m_axi_bvalid) ? 1'b1 : 'h0;
    end
    always @ (posedge aclk)
    begin
        user_status <= ((axi_cs == WRITE_RESPONSE)&& m_axi_bvalid) ? m_axi_bresp : 'h0;
    end
    always @ (*)
    begin
        user_stall_data = (~m_axi_wready) ? 1'b0 : 1'b1;
        user_free       = (axi_ns == IDLE) ? 1'b1 : 1'b0;
    end
endmodule
```

## ./run.sh

```bash
#!/bin/bash
# OpenROAD 26Q1-2900-gdf79404cd8, Yosys 0.63+post, stock flow scripts
make -C /OpenROAD-flow-scripts/flow DESIGN_CONFIG=/design/flow/config.mk WORK_HOME=/design/flow/orfs finish
```

==> job_summary.md <==
### Flow metrics

| Metric | Value |
|---|---|
| Status | `finished, final reports clean` |
| Layout cells sized above 1 | `between 2 and 2.5%` |
| Post-CTS setup buffers | `0` |
| DIE HEIGHT | `113 um` |
| Slew Limit Fails | `0` |
| Part of the cycle the worst path needs | `slightly above 80%` |
| Clk pwr share | `11.7%` |
| Leak | `~1.5 nW` |
| Clk pin slew, worst setup/hold paths | `about 0.050 ns` |
| Root buf cell | `clkbuf_8` |
| Arr. time, crit path | `approximately 3.5 ns` |
| Log Warnings | `25` |
| Max Cap Viol | `0` |
| Worst clock skew | `roughly 0.0035 ns` |
| Synth Register Bits | `13` |
| Seq pwr share | `about 18%` |
| Crit Path Category | `primary input to output port` |
| Congestion Overflow GR | `0` |
| Crit-path max cell delay | `roughly 0.48 ns` |
| Critical path launch point type | `primary input` |
| Setup TNS | `0 ns` |
| First-pass GRT wire length | `12.8 mm` |
| Core box area | `8300 sq um` |
| Clk buf depth | `2` |
| Worst Hold Slack | `between 0.4 and 0.5 ns` |
| Power density over the cells | `roughly 190 nW/um^2` |
| Critical-path cell list | `clkdlybuf4s50_1 -> inv_1 -> ha_1 -> nand4_1 -> o32ai_1 -> nor3b_2 -> buf_4 -> and2_1 -> clkdlybuf4s50_1` |
| # Cells Yosys | `around 210` |
| CP Capture Type | `output port` |
| Area delta synth->final | `146%` |
| Final wirelength | `between 8 and 9 mm` |
| Cts hold-fix bufs | `0` |
| Sw Pwr | `about 0.00019 W` |
| Cell mode on critical path | `clkdlybuf4s50_1` |
| Power Internal | `a little over 0.0005 W` |
| Sink Count | `13` |
| Net switching fraction of the power | `27.5%` |
| Async S/R FF share, synth | `a little under a quarter` |
| Max IR drop VDD | `between 0.1 and 0.15 mV` |
| GRT Util Overall | `between 10% and 20%` |
| DR vias | `about 2.0k` |
| DR pass1 iterations | `4` |
| Die area | `between 10000 and 15000 sq um` |
| Antenna violations before repair | `0` |
| Hold Vio Cnt, Final | `0` |
| WL per Instance | `around 16 um` |
| # port buffers | `around 220` |
| Most common flop cell mapped by yosys | `dfxtp_1` |
| H-tree Lvls | `1` |
| Layout Utilization | `between 40% and 50%` |
| CP max-delay cell | `clkdlybuf4s50_1` |
| Seq/Total Area, Yosys | `between 15 and 20%` |
| DRT antenna net count | `0` |
| Die Width | `between 100 and 150 um` |
| DP Worst Slack | `slightly above 0.9 ns` |
| First-iteration detailed-routing DRC count | `roughly 84` |
| Area figure in the yosys stat output | `about 1500 sq um` |
| Largest net degree at the start of global routing | `between 60 and 70` |
| Peak Freq | `~0.22 GHz` |
| Warnings, synthesis | `1` |
| Synth unique cells | `32` |
| Diode count | `0` |
| Comb power frac | `70.4%` |
| Io pins | `~250` |
| Post-synthesis cell area | `between 1500 and 2000 sq um` |
| Final setup margin | `~0.95 ns` |
| EDFF count, synth | `0` |
| Relative slew slack | `between 40% and 50%` |
| Worst hold path class | `flip-flop to flip-flop` |
| Routability cong. | `0.735` |
| Vias in the first global route | `between 2k and 2.5k` |
| Syn Inst Count | `between 200 and 250` |
| CTS buffer count | `3` |
| Crit path max fanout | `37` |
| Cell area leaders | `and2_1 43%, buf_4 14%, dfxtp_1 13%` |
| Worst-Skew Late Latency | `0.24 ns` |
| FP Util | `roughly 18%` |
| Drt via density | `3.82` |
| # rows | `33` |
| Final tally of setup violations | `0` |
| Worst endpoint required time | `4.40 ns` |
| CTS tree | `built` |
| RSZ-0062 raised after global routing | `false` |
| Syn avg cell area | `7.31 sq um` |
| Residual DRC | `0` |
| Post-synth top area cell | `and2_1` |
| Post-CTS resize count | `0` |
| Slew of the pin with the lowest slew margin | `about 0.73 ns` |
| Minimum clock period | `roughly 4.6 ns` |
| DP HPWL | `between 7 and 8 mm` |
| Dominant cell area share | `42.6%` |
Yosys cell counts (2+ instances only):
cell type and instances:
a21oi_1 5, and2_1 104, and3_1 3, buf_4 29
clkbuf_1 10, conb_1 2, dfrtp_1 2, dfxtp_1 10
ha_1 5, inv_1 7, nand2_1 3, nand3_1 3
nor2_1 4, o21ai_0 2, o31ai_1 2, or4_1 2
power by group through the flow:
| stage | Clock (W) | Sequential (W) | Combinational, W |
|---|---|---|---|
| after CTS | 0.0000848 | 0.000127 | 0.000507 |
| final | 0.0000821 | 0.000126 | 0.000494 |
| after global routing | 0.0000906 | 0.000130 | 0.000554 |
per-layer routing:
layer	global-route usage, %	up-vias	wire, um
met3	5.40	2	964
met4	0.423	0	29
li1	-	1036	-
met2	23.0	132	4390
met1	13.9	831	3250
met5	0	-	0
state kept, by name, indices dropped and copies added (netlist names):
signal,flops
axi_cs,3
data_counter,8
user_status,2
placed cells by master (no fill, tap or decap):
cell,n
clkbuf_8,3
a32o_1,1
and2_1,104
a21o_1,1
o211ai_1,1
nor3b_2,1
inv_1,7
dfstp_2,1
ha_1,5
o211a_1,1
conb_1,25
dfxtp_1,10
dfrtp_1,2
or2_2,1
and2_2,1
o32ai_1,1
a31oi_1,1
nor2_1,4
a21oi_1,5
nand4_1,1
o21ai_0,2
and3_1,3
nand3_1,3
a311oi_1,1
nor2b_1,1
o31ai_1,2
a2111oi_0,1
buf_4,2
a2111o_1,1
or4_4,1
or4_1,2
clkdlybuf4s50_1,220
nand2_1,3
clkbuf_1,1
cell families (layout without fill, tap and decap cells):
family	count (synthesis)	in the layout	synth area share [%]
flops	13	13	18.1
fa+ha+maj	5	5	4.10
compound gates	18	18	8.44
other cells	2	25	0.492
buf+inv	46	233	18.4
simple gates	125	125	50.5
final timing paths:
path | startpoint | end | slack [ns] | cells past startpoint
max | user_burst_len_in[3] | m_axi_awaddr[11] | 0.95 | 9
min | data_counter[6] | data_counter[6] | 0.47 | 1
max reg2reg | data_counter[7] | data_counter[3] | 3.55 | 4
min reg2reg | data_counter[6] | data_counter[6] | 0.47 | 1
max in group asynchronous | aresetn | axi_cs[0] | 4.23 | 1
min in group asynchronous | aresetn | axi_cs[2] | 1.05 | 1
critical path: cells and delay by family:
family | cells | cell delay [ns]
and+or+nand+nor | 3 | 0.41
AOI/OAI and AO/OA | 1 | 0.39
buffers and inverters | 4 | 1.20
adders and majority gates | 1 | 0.34
per-stage QoR:
stage / power [W] / cell area (sq um) / cells
after CTS: 0.000719 / 3760 / 524
after global placement: 0.000634 / 3710 / 520
after detailed placement: 0.000634 / 3710 / 520
after global routing: 0.000774 / 3760 / 524
final: 0.000703 / 3760 / 524
after floorplan: 0.000276 / 1610 / 232
layout make-up:
type,count,area [sq um]
Fill cell,804,4540
Timing Repair Buffer,222,2220
Multi-Input combinational cell,173,1060
Sequential cell,13,277
Tap cell,105,131
Clock buffer,4,45.0
Inverter,7,26.3
Power and IR drop assume default switching activity.
